==> design/flow/design.v <==
`timescale 1ns/1ns
module col_parity_pre_depth (pin, index, pout);
    parameter N = 25;
    input [N-1:0] pin;
    input [4 : 0] index;
    output pout;
    wire [4 : 0] next_col_index;
    wire [4 : 0] next_col;
    wire b1, b2, b3, b4, b5; 
    assign next_col_index = (index + 1) % 5;
    assign b1 = pin[24 - next_col_index];
    assign b2 = pin[24 - (next_col_index + 5)];
    assign b3 = pin[24 - (next_col_index + 10)];
    assign b4 = pin[24 - (next_col_index + 15)];
    assign b5 = pin[24 - (next_col_index + 20)];
    assign next_col = {b1, b2, b3, b4, b5};
    assign pout = ^next_col;
endmodule
==> design/flow/run.sh <==
#!/bin/bash
# OpenROAD 26Q1-2900-gdf79404cd8, Yosys 0.63+post, stock flow scripts
make -C /OpenROAD-flow-scripts/flow DESIGN_CONFIG=/design/flow/config.mk WORK_HOME=/design/flow/orfs finish
==> design/flow/config.mk <==
export PLATFORM = sky130hd
export DESIGN_NAME = col_parity_pre_depth
export DESIGN_NICKNAME = col_parity_pre_depth
export VERILOG_FILES = /design/flow/design.v
export SDC_FILE = /design/flow/constraint.sdc
export NUM_CORES = 4
export LEC_CHECK = 1
export CORE_AREA = 10 10 79 79
export DIE_AREA = 0 0 89 89
==> design/flow/constraint.sdc <==
current_design col_parity_pre_depth

set clk_period 7.4
set clk_io_pct 0.2

create_clock -name clk0 -period $clk_period

set non_clock_inputs [all_inputs -no_clocks]
set_input_delay [expr $clk_period * $clk_io_pct] -clock clk0 $non_clock_inputs
set_output_delay [expr $clk_period * $clk_io_pct] -clock clk0 [all_outputs]
==> metrics.cfg <==
[finish]
drive_above_1_share=0.4534
n_clock_buffer=0
area_delta_synth_final_pct=66.98
fin_area_um2=4011
numSequentialCells=0
ff_latch_area_um2=0

[global_routing]
grt_antenna_before_repair=0
globalRoute.totalOverflow=0
grt_max_degree=29
grt_pass1_vias=3326
global_route.usage.total=0.2603
grt_first_pass_wirelength_mm=16.50

[floorplan]
chip_area_um2=7921
die_w_um=89
core_region_area_um2=4661
boundaryPins=31
initial_core_util=0.5154
num_rows=25
die-height_um=89

[synth]
yosys.area.top_type_share=0.1125
netlist.top_cell.by_area=sky130_fd_sc_hd__mux4_2
netlist_top_cells_area=sky130_fd_sc_hd__mux4_2 (11%), sky130_fd_sc_hd__ha_1 (5.7%), sky130_fd_sc_hd__mux2i_1 (5.4%)
postSynthCellCount=331
yosysWarnings=0
synth_chip_area_um2=2402
synthTopCellsByCount=sky130_fd_sc_hd__nand3_1 (25), sky130_fd_sc_hd__nand2_1 (22), sky130_fd_sc_hd__nor2_1 (19), sky130_fd_sc_hd__a21oi_1 (17), sky130_fd_sc_hd__o21ai_0 (16)
synth-seq-area-share=0
syn_area_per_cell_um2=7.258
synth-cells-yosys=331
syn-cell-area_um2=2402
ys_types=74
most_common_cell=sky130_fd_sc_hd__nand3_1

[worst_setup_path]
worst_ep_arrival_time_ns=8.08
startpoint=index[0]
critical-path-max-stage-delay_ns=0.56
critPathKind=in2out
timing.critical_path.to_type=output pin
critical_path_peak_fanout=6
worst-endpoint-required_ns=5.92
cp-start-kind=input pin
critical_path.endpoint=pout
critPathSlowestCell=sky130_fd_sc_hd__mux4_2

[min_path]
hp-start=index[0]
worst_min_delay_path_class=in2out

[sta]
slew_violations=0
hold_ws_ns=4.106
worst_slew_pin_slew_ns=0.5822
setup_slack_ns=-2.155
unrepaired_setup_endpoints_after_global_routing=true
slew-limit-headroom=0.6085
timing.final.crit_share=1.291
setup_total_negative_slack_ns=-2.155
final_setup_fails=1
endpoints_failing_hold=0
achievable-frequency_mhz=104.7
period_minus_slack_ns=9.555

[detailed_routing]
wire_length_per_cell_after_detailed_routing_um=20.53
drt-total-wl_mm=11.25
vias=3626
post-route-drc-count=0
drtIter0Drc=329
diodes=0
drtPass1Iterations=7
via_density_per_instance=6.617
drtAntennaViolNets=0

[placement]
finalWeightedCongestion=1.021
dpl_cell_area_um2=3631
detailed_place_hpwl_mm=7.250
io_buffer_count=31
dp_worst_setup_slack_ns=-2.740

[power_and_ir_drop]
irDropWorstVdd_v=0.0002128
leakagePower_nw=1.738
p_total_w=0.0008296
power.density_nw_per_um2=206.8

[cts]
cts-hold-fix-buffers=0

[run_status]
violations_in_the_final_reports=negative setup slack
outcome=finished, violations left

[flow_run]
openroad.warnings=40
drv_cap=0

==> cell families (layout without fill, tap and decap cells) <==
kind of cell / Yosys count / in the layout / synth area share
buf+inv: 35 / 198 / 0.07032
xor+xnor: 9 / 9 / 0.03281
compound gates: 112 / 112 / 0.3443
fa+ha+maj: 12 / 12 / 0.06198
simple gates: 132 / 132 / 0.2958
mux: 31 / 31 / 0.1948
==> layout by cell type, fill, tap and decap left out, types with 4 or more instances in the layout <==
cell,synthesis,layout
sky130_fd_sc_hd__mux2_2,6,6
sky130_fd_sc_hd__and3_1,4,4
sky130_fd_sc_hd__a21oi_1,17,17
sky130_fd_sc_hd__mux4_2,12,12
sky130_fd_sc_hd__nand2b_1,10,10
sky130_fd_sc_hd__inv_2,2,4
sky130_fd_sc_hd__xnor2_1,7,4
sky130_fd_sc_hd__nand3_1,25,23
sky130_fd_sc_hd__or2_2,5,5
sky130_fd_sc_hd__o21ai_1,4,5
sky130_fd_sc_hd__mux2i_1,13,13
sky130_fd_sc_hd__a31oi_1,4,4
sky130_fd_sc_hd__a2111oi_0,4,4
sky130_fd_sc_hd__clkdlybuf4s50_1,0,25
sky130_fd_sc_hd__nor3_1,11,10
sky130_fd_sc_hd__nor2b_1,7,6
sky130_fd_sc_hd__a211oi_1,8,6
sky130_fd_sc_hd__o21ai_0,16,13
sky130_fd_sc_hd__buf_4,5,152
sky130_fd_sc_hd__nand2_1,22,22
sky130_fd_sc_hd__nand4_1,6,6
sky130_fd_sc_hd__a21boi_0,4,4
sky130_fd_sc_hd__ha_1,11,5
sky130_fd_sc_hd__nor2_1,19,16
sky130_fd_sc_hd__a211o_1,4,4
sky130_fd_sc_hd__inv_1,10,7
==> metal layers <==
layer / wire length (um) / GRT usage
met5: 0 / 0
met4: 286 / 0.004335
met3: 1473 / 0.09642
met2: 4731 / 0.3816
met1: 4762 / 0.3802
==> stage by stage <==
| stage | instances | utilization |
|---|---|---|
| 2_1_floorplan | 331 | - |
| 3_3_place_gp | 508 | 0.7791 |
| 3_5_place_dp | 508 | 0.7791 |
| 4_1_cts | 540 | 0.8344 |
| 5_1_grt | 548 | 0.8607 |
| 6_report | 548 | 0.8607 |
==> critical path: cells and delay by family <==
kind                     cells  cell delay [ns]
AND-OR/OR-AND               14             2.99
XOR/XNOR                     1             0.22
adder cells (fa/ha/maj)      4             1.04
multiplexers                 3             0.81
AND/OR/NAND/NOR              6             1.07
buffers and inverters        5             0.45
==> layout make-up <==
type	instances	area, um2
Fill cell	234	649.4
Inverter	13	53.80
Timing Repair Buffer	185	1466
Multi-Input combinational cell	296	2424
Tap cell	54	67.56
==> report_power, final <==
group	internal (W)	total, W	switching, W
Combinational	0.000435	0.000830	0.000395
Sequential	0	0	0
Clock	0	0	0
Total	0.000435	0.000830	0.000395
==> worst min-delay path by stage <==
stage / to / cells past startpoint
6_report: pout / 10
5_1_grt: pout / 10
4_1_cts: pout / 10
==> what timing repair did <==
| action | 4_1_cts | 5_1_grt |
|---|---|---|
| pin swaps | 25 | 27 |
| buffers inserted | 32 | 8 |
| setup endpoints to repair | 1 | 1 |
| resized | 33 | 16 |
