--- /design/flow/design.v ---
 `timescale 1ns/1ns
module MUX3Dto1 #(parameter I_RANGE = 5, parameter J_RANGE = 5, parameter K_RANGE = 64) (
    input [I_RANGE * J_RANGE * K_RANGE - 1:0] mat,
    input [2:0] i, j,
    input [5:0] k,
    output out
);
    assign out = mat[k * I_RANGE * J_RANGE + j * I_RANGE + i];
endmodule
--- /design/flow/run.sh ---
#!/bin/bash
# OpenROAD 26Q1-2900-gdf79404cd8, Yosys 0.63+post, stock flow scripts
make -C /OpenROAD-flow-scripts/flow DESIGN_CONFIG=/design/flow/config.mk WORK_HOME=/design/flow/orfs finish
--- /design/flow/config.mk ---
export PLATFORM = sky130hd
export DESIGN_NAME = MUX3Dto1
export DESIGN_NICKNAME = MUX3Dto1
export VERILOG_FILES = /design/flow/design.v
export SDC_FILE = /design/flow/constraint.sdc
export NUM_CORES = 4
export LEC_CHECK = 1
export CORE_AREA = 10 10 615 615
export DIE_AREA = 0 0 625 625
--- /design/flow/constraint.sdc ---
current_design MUX3Dto1

set clk_period 121.5
set clk_io_pct 0.2

create_clock -name clk0 -period $clk_period

set non_clock_inputs [all_inputs -no_clocks]
set_input_delay [expr $clk_period * $clk_io_pct] -clock clk0 $non_clock_inputs
set_output_delay [expr $clk_period * $clk_io_pct] -clock clk0 [all_outputs]
==> flow_summary.json <==
{
  "status": "finished, final reports clean",
  "yosys_area_um2": 14390,
  "grt_pass1_vias": 21720,
  "vias_per_cell": 2.607,
  "top_cells_by_area": "mux4_2 64%, nand2_1 4.2%, ha_1 4.1%",
  "min_path_type": "input port to primary output",
  "dieArea_um2": 390600,
  "ys_seq_share_pct": 0,
  "timing.setup.tns_ns": 0,
  "yosys-top-cells-count": "409 x mux4_2, 161 x nand2_1, 48 x nand3_1",
  "worst_pin_slew_ns": 1.014,
  "cap_viol_max_count": 0,
  "syn_to_final_growth_pct": 155.5,
  "yosys_warnings": 0,
  "setup_viol_count_final": 0,
  "comb_area_um2": 13790,
  "fin_crit_ns": 57.15,
  "yosysUniqueCellTypes": 68,
  "p_sw_share_pct": 66.11,
  "netlist.area_leader.share_pct": 64.02,
  "grt_use_total_pct": 10.37,
  "ctsHoldBuffers": 0,
  "warning_count": 34,
  "power-per-cell-area_nw_per_um2": 19.58,
  "gpl.final_weighted_congestion": 0.9503,
  "vias": 19700,
  "dp_slack_ns": 63.83,
  "hpwl_mm": 189.3,
  "ioPinCount": 1613,
  "grt_pass1_wl_mm": 255.5,
  "cp-end-kind": "primary output",
  "flops": 0,
  "die_y_um": 625,
  "netlist_area_um2": 14390,
  "first_pass_iters": 5,
  "layout_setup_ws_ns": 64.35,
  "n_fill_cell": 42120,
  "initCoreUtil_pct": 3.942,
  "switchingPower_uw": 475.9,
  "cts_setup_buffers": 0,
  "grt_start_max_net_pins": 49,
  "rows": 222,
  "rsz0062_at_grt": "false",
  "hp-start": "k[5]",
  "antenna_found_initial": 132,
  "intPower_uw": 244.0,
  "hold_viol": 0,
  "max_freq_mhz": 17.50,
  "drive_above_1_share_pct": 19.84,
  "vdd_drop_max_v": 0.00002465,
  "critPathKind": "input port to primary output",
  "startpoint_type": "input port",
  "drc": 0,
  "drv_slew": 0,
  "detail-route-antenna-nets": 0,
  "leakagePower_uw": 0.01135,
  "die_w_um": 625,
  "cp_data_arrival_time_ns": 32.85,
  "p_total_uw": 719.9,
  "worst-path-max-fanout": 30,
  "portBuffers": 1613,
  "yosys_cells": 1161,
  "synth_area_per_cell_um2": 12.39,
  "critical_path.startpoint": "k[1]",
  "relSlewSlack_pct": 32.24,
  "avgRoutedWirePerCell_um": 27.72,
  "core_um2": 365000,
  "clock_buffers": 0,
  "route.final.wire_length_mm": 209.4,
  "cts-resized-gates": 0,
  "top_cell": "mux4_2",
  "worstPathRequired_ns": 97.20,
  "largest_area_cell": "mux4_2",
  "overflow": 0,
  "period_used_pct": 47.04,
  "regArea_um2": 0,
  "drtIter0Drc": 1030,
  "synthCells": 1161
}
[cells in the final DEF, fill, tap and decap left out, types with 5 or more instances in the layout]
master / instances
nor4_1: 7
buf_4: 93
mux4_2: 409
nand2b_1: 9
ha_1: 45
clkdlybuf4s50_1: 1613
a211oi_1: 5
a22oi_1: 22
nor3_1: 21
o2111ai_1: 5
mux2i_1: 33
a21oi_1: 23
a2111oi_0: 6
nand3_1: 48
inv_1: 11
nor2_1: 20
o21ai_0: 13
a32oi_1: 13
nor2_4: 5
and2_1: 5
diode_2: 18
a221oi_1: 11
mux4_1: 19
nand2_1: 160
a31oi_1: 7
nand4_1: 17
fa_1: 5
nor2b_1: 7
xnor2_2: 5
a22o_1: 8
[kinds of logic (layout without fill, tap and decap cells)]
kind of cell / count (synthesis) / count (layout) / share of synthesized area, %
muxes: 464 / 464 / 70.00
and+or+nand+nor: 316 / 316 / 10.03
buffers and inverters: 158 / 1719 / 6.035
AOI/OAI and AO/OA: 157 / 157 / 8.217
adders and majority gates: 53 / 53 / 4.922
xor gates and xnor gates: 13 / 13 / 0.7913
other: 0 / 18 / 0
[final timing paths]
kind,cells after the start,end,slack (ns)
setup / recovery,22,out,64.35
hold / removal,8,out,50.95
[layout make-up]
type	count	share of cell area [%]
multi-input combinational	1003	37.52
antenna	18	0.1225
timing repair buffer	1707	45.84
tap	4816	16.39
inverter	12	0.1293
[power by group through the flow]
stage / combinational (µW) / clock (µW) / sequential (µW)
after global routing: 796 / 0.00000345 / 0
after CTS: 794 / 0 / 0
[per-layer routing]
metal	part of all wire [%]	GRT usage, %	routed length [µm]
met1	41	13.51	86180
met3	7.0	2.283	14640
met2	51	18.35	106500
met4	0.92	0.7486	1931
met5	0.088	0	185
[worst max-delay path, cell delays in order]
cell             delay [ns]
clkdlybuf4s50_1        0.48
ha_1                   0.34
ha_1                   0.32
ha_1                   0.31
fa_1                   0.52
fa_1                   0.42
ha_1                   0.29
ha_1                   0.49
xnor2_2                0.16
buf_4                  0.40
buf_4                  0.63
buf_4                  0.54
mux2i_1                0.77
a22oi_1                0.49
nand3_1                0.20
a32oi_1                0.17
nor2_1                 0.43
a211o_1                0.15
nor4_1                 0.04
o31a_1                 0.29
a211o_1                0.38
clkdlybuf4s50_1        0.64
[stage by stage]
step           utilization (%)  cell area [µm²]  hold WS [ns]  instances
2_1_floorplan                -            14390         49.24       1161
3_3_place_gp             10.06            36710         51.10       7537
3_5_place_dp             10.06            36710         51.10       7538
4_1_cts                  10.06            36710         51.10       7538
5_1_grt                  10.06            36720         51.19       7541
6_report                 10.07            36760         50.95       7556
Power and IR drop assume default switching activity.
