==> /design/flow/run.sh <==
#!/bin/bash
# OpenROAD 26Q1-2900-gdf79404cd8, Yosys 0.63+post, stock flow scripts
make -C /OpenROAD-flow-scripts/flow DESIGN_CONFIG=/design/flow/config.mk WORK_HOME=/design/flow/orfs finish
==> /design/flow/config.mk <==
export PLATFORM = sky130hd
export DESIGN_NAME = col_parity_curr_depth
export DESIGN_NICKNAME = col_parity_curr_depth
export VERILOG_FILES = /design/flow/design.v
export SDC_FILE = /design/flow/constraint.sdc
export NUM_CORES = 4
export LEC_CHECK = 1
export CORE_AREA = 10 10 70 70
export DIE_AREA = 0 0 80 80
==> /design/flow/constraint.sdc <==
current_design col_parity_curr_depth

set clk_period 6.4
set clk_io_pct 0.2

create_clock -name clk0 -period $clk_period

set non_clock_inputs [all_inputs -no_clocks]
set_input_delay [expr $clk_period * $clk_io_pct] -clock clk0 $non_clock_inputs
set_output_delay [expr $clk_period * $clk_io_pct] -clock clk0 [all_outputs]
==> /design/flow/design.v <==
`timescale 1ns/1ns
module col_parity_curr_depth (pin, index, pout);
    parameter N = 25;
    input [N-1:0] pin;
    input [4 : 0] index;
    output pout;
    wire [4 : 0] last_col_index;
    wire [4 : 0] last_col;
    wire b1, b2, b3, b4, b5; 
    assign last_col_index = (index + 4) % 5;
    assign b1 = pin[24 - last_col_index];
    assign b2 = pin[24 - (last_col_index + 5)];
    assign b3 = pin[24 - (last_col_index + 10)];
    assign b4 = pin[24 - (last_col_index + 15)];
    assign b5 = pin[24 - (last_col_index + 20)];
    assign last_col = {b1, b2, b3, b4, b5};
    assign pout = ^last_col;
endmodule
==> summary.txt <==
Figures from the flow reports.

Run status:
- The flow did not finish.
- Per the run summary, the flow got no further than 3_3_place_gp.
- The tool reported: "[ERROR GPL-0301] Utilization 102.069 % exceeds 100%".

Synth:
- Synthesis instantiated 92 different standard cells from the library.
- The average instance in the mapped netlist occupies 7.11 um^2.
- The run puts the synthesis area per yosys at 0.00275 mm^2.
- The run gives the number of cell instances after yosys synthesis as 386.
- The run puts the share of Yosys cell area claimed by the top area cell type at 6.56%.
- The cell type that accounts for the most area after synthesis is mux2i_1.
- The run puts the cell count after synthesis at 386.
- Yosys printed 0 warnings.
- The run gives the sequential element share of the synthesized area as 0%.
- After synthesis, the cell types taking the most area are mux2i_1 6.6%, nor2_1 6.4%, ha_1 5.5%, o21ai_0 5.1%, mux4_2 4.1%.
- The run puts the synthesized area at 0.00275 mm^2.

Floorplan:
- The run gives the die span in x as 80 um.
- The floorplan step set the die height to 80 um.
- After floorplanning, the core was divided into 21 placement rows.
- The run puts the initial core utilization at 80.4%.
- Pin placement for this block handled 31 I/O pins.

Place:
- Buffers placed on the I/O ports in this run total 31.
==> synthesized netlist by cell type, types with 4 or more instances <==
cell type	instances
nor2_1	47
mux4_2	5
nand2b_1	9
o21ai_0	28
nor2b_1	5
o22ai_1	6
mux2i_1	18
xnor2_1	5
a211oi_1	9
inv_1	8
a21oi_2	4
clkbuf_1	9
nand3_1	11
nand4_1	8
buf_4	5
o31ai_1	4
ha_1	12
nand2_1	25
nor4_1	4
a21oi_1	16
o211ai_1	7
nor3_1	15
inv_2	4
a211o_1	5
or3_1	4
a21o_1	4
o21ai_1	4
o21a_1	4
==> cells by family after synthesis <==
| logic type | Yosys count | synth area share (%) |
|---|---|---|
| mux | 28 | 13.2 |
| simple gates | 159 | 32.1 |
| buf+inv | 38 | 7.43 |
| xor+xnor | 9 | 4.05 |
| fa+ha+maj | 12 | 5.47 |
| compound gates | 140 | 37.7 |
